### design/flow/design.v
module randt (
    input clk,
    input rst,
    input i_Rx_Serial,
    output o_Rx_DV,
    output [7:0] o_Rx_Byte,
    output active,
    output reg tx
);
    parameter IDLE = 3'b000;
    parameter START = 3'b001;
    parameter DATA_STATE = 3'b010;
    parameter STOP = 3'b011;
    parameter CLEAN = 3'b100;
    parameter clks_bit = 434;
    reg [2:0] current_state = IDLE;
    reg [8:0] clk_count = 0;
    reg [2:0] index_bit = 0;
    reg [7:0] data = 0;
    reg active_reg = 0;
    parameter S_IDLE = 3'b000;
    parameter S_RX_START_BIT = 3'b001;
    parameter S_RX_DATA_BITS = 3'b010;
    parameter S_RX_STOP_BIT = 3'b011;
    parameter S_CLEANUP = 3'b100;
    reg r_Rx_Data_R = 1'b1;
    reg r_Rx_Data = 1'b1;
    reg [12:0] r_Clock_Count = 0;
    reg [2:0] r_Bit_Index = 0;
    reg [7:0] r_Rx_Byte = 0;
    reg r_Rx_DV = 0;
    reg [2:0] r_SM_Main = S_IDLE;
    reg start_received = 0;
    reg stop_received = 0;
    always @(posedge clk or posedge rst) begin
        if (rst) begin
            r_Rx_Data_R <= 1'b1;
            r_Rx_Data <= 1'b1;
        end else begin
            r_Rx_Data_R <= i_Rx_Serial;
            r_Rx_Data <= r_Rx_Data_R;
        end
    end
    always @(posedge clk or posedge rst) begin
        if (rst) begin
            r_SM_Main <= S_IDLE;
            r_Rx_DV <= 1'b0;
            r_Clock_Count <= 0;
            r_Bit_Index <= 0;
            r_Rx_Byte <= 8'b0;
            start_received <= 0;
            stop_received <= 0;
        end else begin
            case (r_SM_Main)
                S_IDLE: begin
                    r_Rx_DV <= 1'b0;
                    r_Clock_Count <= 0;
                    r_Bit_Index <= 0;
                    if (r_Rx_Data == 1'b0) 
                        r_SM_Main <= S_RX_START_BIT;
                end
                S_RX_START_BIT: begin
                    if (r_Clock_Count == (clks_bit - 1) / 2) begin
                        if (r_Rx_Data == 1'b0) begin
                            r_Clock_Count <= 0;
                            r_SM_Main <= S_RX_DATA_BITS;
                        end else begin
                            r_SM_Main <= S_IDLE;
                        end
                    end else begin
                        r_Clock_Count <= r_Clock_Count + 1;
                    end
                end
                S_RX_DATA_BITS: begin
                    if (r_Clock_Count < clks_bit - 1) begin
                        r_Clock_Count <= r_Clock_Count + 1;
                    end else begin
                        r_Clock_Count <= 0;
                        r_Rx_Byte[r_Bit_Index] <= r_Rx_Data;
                        if (r_Bit_Index < 7) begin
                            r_Bit_Index <= r_Bit_Index + 1;
                        end else begin
                            r_SM_Main <= S_RX_STOP_BIT;
                        end
                    end
                end
                S_RX_STOP_BIT: begin
                    if (r_Clock_Count < clks_bit - 1) begin
                        r_Clock_Count <= r_Clock_Count + 1;
                    end else begin
                        r_Rx_DV <= 1'b1;
                        r_Clock_Count <= 0;
                        r_SM_Main <= S_CLEANUP;
                    end
                end
                S_CLEANUP: begin
                    r_SM_Main <= S_IDLE;
                    r_Rx_DV <= 1'b0;
                end
            endcase
        end
    end
    assign o_Rx_DV = r_Rx_DV;
    assign o_Rx_Byte = r_Rx_Byte;
  always @(posedge clk or posedge rst) begin
    if (rst) begin
        current_state <= IDLE;
        tx <= 1'b1;
        active_reg <= 0;
        clk_count <= 0;
        index_bit <= 0;
    end else begin
        case (current_state)
            IDLE: begin
                if (o_Rx_DV) begin
                    data <= o_Rx_Byte;
                    active_reg <= 1'b1;
                    index_bit <= 0;   
                    current_state <= START;
                end
            end
            START: begin
                tx <= 1'b0;
                if (clk_count < clks_bit - 1) clk_count <= clk_count + 1;
                else begin
                    clk_count <= 0;
                    current_state <= DATA_STATE;
                end
            end
            DATA_STATE: begin
                tx <= data[index_bit];
                if (clk_count < clks_bit - 1) begin
                    clk_count <= clk_count + 1;
                end else begin
                    clk_count <= 0;
                    if (index_bit < 7) begin
                        index_bit <= index_bit + 1;
                    end else begin
                        current_state <= STOP;
                    end
                end
            end
            STOP: begin
                tx <= 1'b1;
                if (clk_count < clks_bit - 1) clk_count <= clk_count + 1;
                else begin
                    clk_count <= 0;
                    current_state <= IDLE;   
                end
            end
        endcase
    end
end
    assign active = active_reg;
endmodule
### design/flow/run.sh
#!/bin/bash
# OpenROAD 26Q1-2900-gdf79404cd8, Yosys 0.63+post, stock flow scripts
make -C /OpenROAD-flow-scripts/flow DESIGN_CONFIG=/design/flow/config.mk WORK_HOME=/design/flow/orfs finish
### design/flow/config.mk
export PLATFORM = sky130hd
export DESIGN_NAME = randt
export DESIGN_NICKNAME = randt
export VERILOG_FILES = /design/flow/design.v
export SDC_FILE = /design/flow/constraint.sdc
export NUM_CORES = 4
export LEC_CHECK = 1
export CORE_UTILIZATION = 40
### design/flow/constraint.sdc
current_design randt

set clk_period 3.6
set clk_io_pct 0.2

create_clock -name clk0 -period $clk_period [get_ports {clk}]

set non_clock_inputs [all_inputs -no_clocks]
set_input_delay [expr $clk_period * $clk_io_pct] -clock clk0 $non_clock_inputs
set_output_delay [expr $clk_period * $clk_io_pct] -clock clk0 [all_outputs]
==> job_summary.md <==
### Metrics collected by this job

| Metric | Value |
|---|---|
| Setup violators final | `0` |
| Total instance count after detailed placement | `~400` |
| Area growth from synthesis to final layout | `10.4%` |
| Avg Cell Area, Syn | `~10 µm²` |
| Layout filler cell count | `668` |
| Max Slew Vio Count | `0` |
| Registers with the most flip-flops | `r_Clock_Count: 13 flops, clk_count: 9 flops` |
| DRC violations left | `0` |
| Wire length of the first global-routing pass | `~9800 µm` |
| Vias in the first global route | `around 2100` |
| Number of flip-flops under the largest register name | `13` |
| Library cells used by synthesis | `about 59` |
| Peak supply drop | `roughly 0.21 mV` |
| Average wire length per cell after detail routing | `around 14 µm` |
| Cell Area, Synth | `0.00306 mm²` |
| Dpl ws | `roughly 1.3 ns` |
| Post-synth tally of flip-flops with integrated enable | `8` |
| Tool warnings | `31` |
| Fraction of registers with async set/reset | `between 80 and 90%` |
| CTS HTree Levels | `2` |
| Most frequent logic cells in the routed design | `sky130_fd_sc_hd__dfrtp_1, sky130_fd_sc_hd__nand2_1, sky130_fd_sc_hd__o21ai_0, sky130_fd_sc_hd__nor2_1, sky130_fd_sc_hd__inv_1` |
| Critical path endpoint category | `flop` |
| Latest clock arrival within the worst-skew pair | `around 0.30 ns` |
| Maximum root-to-sink buffer count | `2` |
| Dominant Register Cell | `sky130_fd_sc_hd__dfrtp_1` |
| Worst reg2reg path endpoint | `data[5]` |
| Power consumption | `around 0.0010 W` |
| RePlAce Congestion | `between 0.8 and 0.9` |
| Horizontal extent of the die | `between 80 and 90 µm` |
| Number of buffers inserted by port buffering | `13` |
| First-pass iteration count of the detailed router | `4` |
| Post-synthesis instance total | `301` |
| Total number of vias | `~2200` |
| Cts bufs inserted | `5` |
| CTS tree | `yes` |
| Die ar. | `about 0.008 mm²` |
| CP Class | `flop to flop` |
| Number of cell instances after yosys synthesis | `between 300 and 400` |
| Max Cap Violations | `0` |
| Launch point of the worst hold path | `r_Rx_Data_R` |
| Vertical extent of the die | `89.5 µm` |
| CP startpoint kind | `flop` |
| Outcome | `finished clean` |
| Setup slack of the worst register-to-register path | `~1.3 ns` |
| CP Capture Point | `data[5]` |
| Post-synth seq share | `between 40% and 50%` |
| Worst-Margin Slew | `approximately 0.71 ns` |
| Post-Route Setup TNS | `0 ns` |
| Count of antenna diodes in the layout | `0` |
| Tightest Hold Check Type | `flop to flop` |
| Highest Clock Rate | `0.432 GHz` |
| Final worst slack | `~1.3 ns` |
| Launching element of the worst setup path | `current_state[0]` |
| Starting DRT DRC Count | `roughly 78` |
| Register ranked first by flip-flop count | `r_Clock_Count` |
| Reg clk slew, reported paths | `approximately 0.1 ns` |
| Yosys Chip Area | `0.00306 mm²` |
| Total setup buffers inserted after CTS | `0` |
| Commonest non-fill, non-tap cell in the layout | `sky130_fd_sc_hd__dfrtp_1` |
| Power density over cell area | `just over 300 mW/mm²` |
| Total core area | `between 0.007 and 0.008 mm²` |
| Wire length reported by the detailed router | `between 5000 and 6000 µm` |
| Leak | `around 1.4 nW` |
| Share of final-layout standard cells stronger than drive strength 1 | `approximately an eighth` |
| Root buffer cell | `sky130_fd_sc_hd__clkbuf_8` |
| Register bit total from synthesis | `approximately 54` |
| Detail Placement HPWL | `4170 µm` |
| Signal arrival time at the worst endpoint | `2.27 ns` |
| Site Rows | `31` |
| Clock sink count | `~54` |
| Max Clock Skew | `0.00484 ns` |
| Count of endpoints failing hold in the final timing report | `0` |
| Number of cells on the worst reg-to-reg path | `4` |
| Number of hold buffers added after cts | `0` |
| Setup repair after global routing missed its margin | `no` |
| Count of yosys warnings during synthesis | `1` |
| DR vias/cell | `approximately 5.5` |
| Total grt overflow | `0` |
| Final period utilization | `between 60% and 70%` |
| Data required time of the worst path | `approximately 3.6 ns` |
| Shortest clock period the worst path allows after layout | `2.32 ns` |
| Largest net degree at the start of global routing | `28` |
| Post-cts repair resize count | `0` |
| Count of non-filler cells in the finished layout | `409` |
| Largest driver fanout on the critical path | `23` |
| Number of top-level pins | `14` |
| Floorplan utilization | `a little over two fifths` |
| Detail Route Antenna Nets | `0` |
| Worst slew margin | `a little over half` |
| Launching point of the worst reg2reg path | `current_state[0]` |
| Initial antenna violation count | `0` |
| Gr usage total | `16.3%` |
## kinds of logic (layout without fill, tap and decap cells)
group | after synthesis | after routing | share of synthesized area [%]
xor gates and xnor gates | 12 | 12 | 3.43
DFF | 54 | 54 | 45.5
adders and majority gates | 11 | 11 | 4.49
AOI/OAI and AO/OA | 66 | 66 | 16.6
buffers and inverters | 28 | 37 | 3.67
and+or+nand+nor | 117 | 117 | 20.9
muxes | 13 | 13 | 5.35
## per-layer routing
| layer | GRT usage [%] | vias up | wire (µm) |
|---|---|---|---|
| met3 | 1.87 | 8 | 104 |
| met5 | 0 | - | 0 |
| li1 | - | 1144 | - |
| met4 | 1.30 | 0 | 58 |
| met2 | 25.0 | 16 | 2640 |
| met1 | 26.8 | 1070 | 3110 |
## worst min path at each step
stage / slack [ns] / to / cells past startpoint
4_1_cts: 0.36 / r_Rx_Data / 0
5_1_grt: 0.37 / r_Rx_Data / 0
6_report: 0.36 / r_Rx_Data / 0
## through the flow
| step | hold WS, ns | instance area [µm²] | utilization [%] |
|---|---|---|---|
| 6_report | 0.361 | 3380 | 46.2 |
| 5_1_grt | 0.365 | 3380 | 46.2 |
| 4_1_cts | 0.364 | 3380 | 46.2 |
| 3_5_place_dp | 0.349 | 3270 | 44.6 |
| 3_3_place_gp | 0.350 | 3270 | 44.6 |
| 2_1_floorplan | 0.345 | 3060 | - |
## worst max-delay path: stages, from the launching register on
cell,delay [ns]
sky130_fd_sc_hd__dfrtp_1,0.41
sky130_fd_sc_hd__inv_1,0.10
sky130_fd_sc_hd__ha_1,0.62
sky130_fd_sc_hd__nand2_1,0.28
sky130_fd_sc_hd__nor2_1,0.54
## where the power goes
group / switching, W / internal [W] / total, W
Combinational: 0.0000112 / 0.00000336 / 0.0000146
Clock: 0.000201 / 0.000207 / 0.000408
Sequential: 0.00000163 / 0.000619 / 0.000621
Total: 0.000214 / 0.000830 / 0.00104
## cells in the mapped netlist, types with 4 or more instances
library cell	count	area share, %
sky130_fd_sc_hd__nand4_1	11	2.2
sky130_fd_sc_hd__o41ai_1	4	1.1
sky130_fd_sc_hd__edfxtp_1	8	7.8
sky130_fd_sc_hd__a21oi_1	6	0.98
sky130_fd_sc_hd__nand2_1	27	3.3
sky130_fd_sc_hd__nor4_1	8	1.6
sky130_fd_sc_hd__nor2_1	16	2.0
sky130_fd_sc_hd__dfrtp_1	43	35
sky130_fd_sc_hd__inv_1	15	1.8
sky130_fd_sc_hd__and4_1	4	1.1
sky130_fd_sc_hd__ha_1	11	4.5
sky130_fd_sc_hd__nand3_1	13	2.1
sky130_fd_sc_hd__nor3_1	13	2.1
sky130_fd_sc_hd__mux2i_1	4	1.3
sky130_fd_sc_hd__xnor2_1	9	2.6
sky130_fd_sc_hd__clkbuf_1	12	1.5
sky130_fd_sc_hd__mux2_2	6	2.2
sky130_fd_sc_hd__o21ai_0	16	2.6
sky130_fd_sc_hd__a31oi_1	4	0.82
sky130_fd_sc_hd__nand2b_1	5	1.0
## final cells by class
| cell class | count | area [µm²] | share of cell area [%] |
|---|---|---|---|
| Tap cell | 99 | 124 | 3.66 |
| Clock buffer | 5 | 68.8 | 2.03 |
| Inverter | 15 | 56.3 | 1.66 |
| Clock inverter | 3 | 45.0 | 1.33 |
| Multi-Input combinational cell | 219 | 1560 | 46.0 |
| Timing Repair Buffer | 14 | 138 | 4.07 |
| Sequential cell | 54 | 1400 | 41.2 |
Power figures rest on the tool's default switching activity, not on a simulated workload.
